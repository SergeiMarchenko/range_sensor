### /design/flow/design.v
module rangesensor #(parameter DEVICES = 2)
(
                   input  wire                   clk,
                   input  wire                   rx, 
                   input  wire [DEVICES-1:0]     echo,
                   output wire                   tx,
                   output wire [DEVICES-1:0]     trigger,
                   output wire [DEVICES*7-1:0]   segments,
                   output wire [DEVICES*4-1:0]   digit_num
);
wire[DEVICES*4-1:0] digit1;
wire[DEVICES*4-1:0] digit2;
wire[DEVICES*4-1:0] digit3;
wire[DEVICES*4-1:0] digit4;
wire[DEVICES*8-1:0] range;
reg rst;
reg [3:0]rst_delay = 0;
always @(posedge clk)
	rst_delay <= { rst_delay[2:0], 1'b1 };
always @*
  rst = ~rst_delay[3];
uart #(.DEVICES(DEVICES)) uart_inst(
                           .clk(clk),
                           .rx(rx), 
                           .tx(tx),
                           .data_send(range));
genvar i;
generate 
    for (i = 0; i < DEVICES; i = i + 1) begin : loopname
      ranging_module pulse_num(clk,
                               echo[i],
                               rst,
                               trigger[i],
                               digit1[(i+1)*4-1:i*4],
                               digit2[(i+1)*4-1:i*4],
                               digit3[(i+1)*4-1:i*4],
                               digit4[(i+1)*4-1:i*4],
                               range[(i+1)*8-1:i*8]);
      indicator indicator(clk,
                          digit1[(i+1)*4-1:i*4],
                          digit2[(i+1)*4-1:i*4],
                          digit3[(i+1)*4-1:i*4],
                          digit4[(i+1)*4-1:i*4],
                          segments[(i+1)*7-1:i*7],
                          digit_num[(i+1)*4-1:i*4]);
    end
endgenerate  
endmodule
module ranging_module(
                    input wire       clk,
                    input wire       echo,
                    input wire       rst,
                    output reg       trigger,
                    output wire      digit1,
                    output wire[3:0] digit2,
                    output wire[3:0] digit3,
                    output wire[3:0] digit4,
                    output wire[7:0] range
);
parameter [1:0] START          = 2'b00,
                TRIG           = 2'b01,
                ECHO_LISTENING = 2'b11,
                ECHO_COUNT     = 2'b10;
reg[1:0] state;
reg[26:0] counter;
reg[7:0] pulse_width;
reg[8:0] pulse_counter;
reg[7:0] cm_counter;
reg       enable_count;
reg [8:0] clock_reg2;
initial clock_reg2 = 9'b0;
reg [3:0] digit1_reg;
initial digit1_reg = 4'd0;
reg [3:0] digit2_reg;
initial digit2_reg = 4'd0;
reg [3:0] digit3_reg;
initial digit3_reg = 4'd0;
reg [3:0] digit4_reg;
initial digit4_reg = 4'd0;
reg [3:0] cnt1;
initial cnt1 = 4'd0;
reg [3:0] cnt2;
initial cnt2 = 4'd0;
reg [3:0] cnt3;
initial cnt3 = 4'd0;
reg [3:0] cnt4;
initial cnt4 = 4'd0;
always @(posedge clk)
begin
   if (rst) begin
      pulse_counter <= 1'b0;
      cm_counter <= 1'b0;
   end
   else if (enable_count == 1'b1) begin
      pulse_counter <= pulse_counter + 1'b1;
      if(pulse_counter == 9'b1_0010_0100)  
         cm_counter <= cm_counter + 1'b1;
   end
   else begin
      pulse_counter <= 'b0;
      cm_counter <= 1'b0;
   end
   if(rst)
      begin
         counter <= 1'b0;
         trigger <= 1'b0;
         state <= START;
      end
   else if(counter != 0)
      counter <= counter - 1'b1;
  case(state)
  START:
   begin
      pulse_counter <= 1'b0;
      enable_count <= 1'b0;
      counter <= 23'b100_1100_0100_1011_0100_0000;  
      state <= TRIG;
   end
  TRIG:
   begin
      if(counter == 0)
         begin
            trigger <= 1'b1;
            counter <= 10'b10_1110_1110; 
            state <= ECHO_LISTENING;
         end
   end
  ECHO_LISTENING:
   begin
      if(counter == 0)
         begin
            trigger <= 1'b0;
            if(prev_echo == 1'b0 && echo == 1'b1)
            begin
               counter <= 23'b100_1100_0100_1101_1010_0000;
               state <= ECHO_COUNT;
            end
         end
   end
  ECHO_COUNT:
   begin
      enable_count <= 1'b1;
      if(prev_echo == 1'b1 && echo == 1'b0)
         begin
            pulse_width <= cm_counter;
            state <= START;
         end
      else if(counter == 0)
         state <= START;
   end  
  default:
   begin
      enable_count <= 1'b0;
      trigger <= 1'b0;
      state <= START;
   end
  endcase
  end
reg prev_echo;
always @(posedge clk)
begin
    prev_echo <= echo;
end
always @(posedge clk)
begin
   clock_reg2 <= clock_reg2 + 1'b1;
   if(prev_echo == 1'b0 && echo == 1'b1)
   begin
      clock_reg2 <= 9'b0;
      cnt1 <= 4'd0;
      cnt2 <= 4'd0;
      cnt3 <= 4'd0;
      cnt4 <= 4'd0;
   end
 if(clock_reg2 == 9'b100100100) 
 begin
     clock_reg2 <= 9'b0;
     if(cnt1 != 9) begin
      cnt1 <= cnt1 + 1'd1;
     end 
     else if(cnt2 != 9) begin
       cnt1 <= 1'd0;
       cnt2 <= cnt2 + 1'd1;
     end
     else if(cnt3 != 9) begin
       cnt2 <= 1'd0;
       cnt3 <= cnt3 + 1'd1;
     end
     else begin
       cnt3 <= 1'd0;
       cnt4 <= cnt4 + 1'd1;
      end
end
if(prev_echo == 1'b1 && echo == 1'b0)
 begin
   digit1_reg <= cnt1;
   digit2_reg <= cnt2;
   digit3_reg <= cnt3;
   digit4_reg <= cnt4;
 end
end
assign digit1 = digit1_reg;
assign digit2 = digit2_reg;
assign digit3 = digit3_reg;
assign digit4 = digit4_reg;
assign range = pulse_width;
endmodule
module indicator(input wire clock,
                 input wire[3:0] digit1,
                 input wire[3:0] digit2,
                 input wire[3:0] digit3,
                 input wire[3:0] digit4,
                 output wire[6:0] segments,
                 output wire[3:0] digit_num
);
reg[6:0] segments_reg;
initial segments_reg = 7'b0000000;
assign segments = segments_reg;
reg [15:0] div;                 
reg strob_100hz; 
reg[3:0]data; 
initial data = 4'd6;
reg[3:0] digit_num_reg;
initial digit_num_reg = 4'b0111;
assign digit_num = digit_num_reg;
wire [3:0] digits[4:0];
assign digits[0] = digit1;
assign digits[1] = digit2;
assign digits[2] = digit3;
assign digits[3] = digit4;
always @ (posedge clock) begin
    if (strob_100hz) begin
        digit_num_reg <= {digit_num_reg [2:0], digit_num_reg[3]};
    end
end
always @(posedge clock) begin
  case(data)
   4'd0:  segments_reg <= 7'b0111111;
   4'd1:  segments_reg <= 7'b0000110;
   4'd2:  segments_reg <= 7'b1011011;
   4'd3:  segments_reg <= 7'b1001111;
   4'd4:  segments_reg <= 7'b1100110;
   4'd5:  segments_reg <= 7'b1101101;
   4'd6:  segments_reg <= 7'b1111101;
   4'd7:  segments_reg <= 7'b0000111;
   4'd8:  segments_reg <= 7'b1111111;
   4'd9:  segments_reg <= 7'b1101111;
  endcase
end
always @ (posedge clock) begin
    if (div == 50000) begin
        div <= 0;
        strob_100hz <= 1'b1;
    end else begin
        strob_100hz <= 1'b0;
        div <= div+ 1'b1;
    end
end
reg[2:0] i;
always @ (posedge clock)
begin
        for (i=1'b0; i<3'd4; i=i+1'b1) begin
            if (!digit_num_reg[i]) begin
               data <= digits[i];
            end
         end
end
endmodule
module reciver #(parameter CLKS_PER_BIT = 5208)
  (
   input        clk,
   input        rx,
   output       done,
   output [7:0] data
   );
   parameter IDLE      = 3'b000,
             START_BIT = 3'b001,
             DATA_BITS = 3'b010,
				 STOP_BIT  = 3'b011,
				 CLEANUP   = 3'b100;
   reg   rx_rega = 1'b1;
   reg   rx_reg  = 1'b1;
   reg [2:0]    state     = 3'b0;
   reg [31:0]   clk_count = 8'b0;
   reg [2:0]    bit_indx  = 3'b0;
   reg [7:0]    data_reg  = 8'b0;
   reg          done_reg  = 1'b0;
   assign data = data_reg;
   assign done = done_reg;
   always @(posedge clk)
     begin
       rx_rega <= rx;
       rx_reg  <= rx_rega;
     end
    always @(posedge clk)
    begin
      case (state)
        IDLE :
          begin
            done_reg  <= 0;
            clk_count <= 0;
            bit_indx  <= 0;
            if (rx_reg == 1'b0)           
              state <= START_BIT;
            else
              state <= IDLE;
          end
        START_BIT :
          begin
            if (clk_count == (CLKS_PER_BIT-1)/2)
              begin
                if (rx_reg == 1'b0)
                  begin
                    clk_count <= 0;   
                    state     <= DATA_BITS;
                  end
                else
                  state <= IDLE;
              end
            else
              begin
                clk_count <= clk_count + 1;
                state     <= START_BIT;
              end
          end  
        DATA_BITS :
          begin
            if (clk_count < CLKS_PER_BIT-1)
              begin
                clk_count <= clk_count + 1;
                state     <= DATA_BITS;
              end
            else
              begin
                clk_count          <= 0;
                data_reg[bit_indx] <= rx_reg;
                if (bit_indx < 7)
                  begin
                    bit_indx <= bit_indx + 1'b1;
                    state    <= DATA_BITS;
                  end
                else
                  begin
                    bit_indx <= 0;
                    state    <= STOP_BIT;
                  end
              end
          end  
        STOP_BIT :
          begin
            if (clk_count < CLKS_PER_BIT-1)
              begin
                clk_count <= clk_count + 1;
                state     <= STOP_BIT;
              end
            else
              begin
                clk_count <= 0;
                done_reg  <= 1;
                state     <= CLEANUP;
              end
          end  
        CLEANUP :
          begin
            state <= IDLE;
          end
        default :
          state <= IDLE;
      endcase
    end 
 endmodule 
module transmitter#(parameter CLKS_PER_BIT = 87)
  (
   input       clk,
	input       enable,
   input [7:0] data, 
   output reg  tx,
   output      done
   );
	parameter IDLE      = 3'b000,
             START_BIT = 3'b001,
             DATA_BITS = 3'b010,
				 STOP_BIT  = 3'b011,
				 CLEANUP   = 3'b100;
   reg [2:0]    state     = 3'b0;
   reg [31:0]   clk_count = 8'b0;
   reg [2:0]    bit_indx  = 3'b0;
   reg [7:0]    data_reg  = 8'b0;
   reg          done_reg  = 1'b0;
   assign done = done_reg;
   always @(posedge clk)
    begin
      case (state)
        IDLE:
          begin
            tx        <= 1'b1;          
            done_reg  <= 1'b0;
            clk_count <= 0;
            bit_indx  <= 0;
            if (enable == 1'b1)
              begin
                data_reg   <= data;
                state      <= START_BIT;
              end
            else
              state <= IDLE;
          end  
        START_BIT:
          begin
            tx <= 1'b0;
            if (clk_count < CLKS_PER_BIT-1)
              begin
                clk_count <= clk_count + 1;
                state     <= START_BIT;
              end
            else
              begin
                clk_count <= 0;
                state <= DATA_BITS;
              end
          end  
        DATA_BITS:
          begin
            tx <= data_reg[bit_indx];
            if (clk_count < CLKS_PER_BIT-1)
              begin
                clk_count <= clk_count + 1;
                state     <= DATA_BITS;
              end
            else
              begin
                clk_count <= 1'b0;
                if (bit_indx < 7)
                  begin
                    bit_indx <= bit_indx + 1'b1;
                    state    <= DATA_BITS;
                  end
                else
                  begin
                    bit_indx <= 0;
                    state    <= STOP_BIT;
                  end
              end
          end  
        STOP_BIT:
          begin
            tx <= 1'b1;
            if (clk_count < CLKS_PER_BIT-1)
              begin
                clk_count <= clk_count + 1;
                state     <= STOP_BIT;
              end
            else
              begin
                done_reg     <= 1'b1;
                clk_count    <= 0;
                state        <= CLEANUP;
              end
          end  
        CLEANUP:
          begin
            done_reg <= 1'b0;
            state    <= IDLE;
          end
        default :
          state <= IDLE;
      endcase
    end
endmodule
module uart #(parameter DEVICES = 2)
   (
    input  wire                clk,
    input  wire                rx,
    input  wire[DEVICES*8-1:0] data_send,
    output wire                tx
    );
   parameter c_CLKS_PER_BIT = 5208;
   wire [7:0] data_rx;
	wire done_rx;
   reciver #(.CLKS_PER_BIT(c_CLKS_PER_BIT)) reciver_inst 
   (
		.clk(clk), 
		.rx(rx), 
		.done(done_rx), 
		.data(data_rx)
	);
   reg[7:0] data_tx;
   reg      enable;
	wire done_tx;
   transmitter #(.CLKS_PER_BIT(c_CLKS_PER_BIT)) transmitter_inst 
   (
		.clk(clk), 
		.enable(enable), 
		.data(data_tx), 
		.tx(tx), 
		.done(done_tx)
	);
   reg[2:0] i = 1'b0;
   always @(posedge clk)
    begin
         data_tx <= data_send[i*8+:8];
         enable <= 1; 
         if(done_tx)
            i <= i + 1'b1;
         if(i == DEVICES)
            i <= 1'b0;
    end
endmodule
### /design/flow/run.sh
#!/bin/bash
# OpenROAD 26Q1-2900-gdf79404cd8, Yosys 0.63+post, stock flow scripts
make -C /OpenROAD-flow-scripts/flow DESIGN_CONFIG=/design/flow/config.mk WORK_HOME=/design/flow/orfs finish
### /design/flow/config.mk
export PLATFORM = sky130hd
export DESIGN_NAME = rangesensor
export DESIGN_NICKNAME = rangesensor
export VERILOG_FILES = /design/flow/design.v
export SDC_FILE = /design/flow/constraint.sdc
export NUM_CORES = 4
export LEC_CHECK = 1
export CORE_UTILIZATION = 40
### /design/flow/constraint.sdc
current_design rangesensor

set clk_period 6.1
set clk_io_pct 0.2

create_clock -name clk0 -period $clk_period [get_ports {clk}]

set non_clock_inputs [all_inputs -no_clocks]
set_input_delay [expr $clk_period * $clk_io_pct] -clock clk0 $non_clock_inputs
set_output_delay [expr $clk_period * $clk_io_pct] -clock clk0 [all_outputs]
==> impl_metrics.yaml <==
# flow metrics
layout:
  fill_cells: 2978
  largest_reg_flops: 54
  top_regs: "loopname.pulse_num.counter x54, loopname.indicator.div x32, uart_inst.transmitter_inst.clk_count x32"
  area_growth_pct: 15.6
  max_flop_register: "loopname.pulse_num.counter"
  drive_above_1_share: 0.0739
  stdcell_count: 1823
  final_area_sq_mm: 0.0156
logic_synthesis:
  synth_top_flop_cell: "dfxtp_1"
  synth_flops: 321
  top_cell: "dfxtp_1"
  synth_area_leader_cell: "dfxtp_1"
  synthCells: 1290
  synthTopCellsByArea: "dfxtp_1, edfxtp_1, xor2_1"
  avgSynthCellArea_sq_um: 10.4
  netlist.area_leader.share: 0.300
  synth.distinct_cells: 65
  ys_chip_area_sq_mm: 0.0135
  ys_async_sr_fraction: 0
  ys_cells: 1290
  syn_area_sq_mm: 0.0135
  synth-warning-count: 8
  yosys.stat.seqShare: 0.565
  top_cells_by_count: "dfxtp_1, nor2_1, edfxtp_1, nand2_1, o21ai_0"
  synth-edff-count: 119
place:
  port_buffers: 27
  place_inst: 1757
  dpl.hpwl_mm: 14.5
  place.gp.congestion: 0.816
  dpl_cell_area_sq_mm: 0.0143
route:
  ant_nets: 0
  vias: 8932
  routed_wl_mm: 22.0
  drtPass1Iterations: 5
  via_per_inst: 4.90
  antenna_cells: 0
  drt_iter0_markers: 554
  wl_per_cell_um: 12.0
  post-route-drc-count: 0
global_route:
  grt_overflow: 0
  antenna_found_initial: 0
  top_usage_layer: "met1"
  gr-usage-met1: 0.228
  grt_pass1_wl_mm: 38.4
  use_met3: 0.0237
  grt_pass1_vias: 8165
  track_usage: 0.139
  grt_max_degree: 33
  grt.met2_usage: 0.201
cts:
  clock-sinks: 321
  ctsHoldBuffers: 0
  cts_setup_buffers: 0
  cts_tree: "yes"
  cts-htree-levels: 2
  clk_path_buf_depth: 3
  path_clk_slew_ns: 0.06
  root_buffer: "clkbuf_16"
  clk_latency_ns: 0.52
  cts_resized: 0
  cts_buffers: 36
sta:
  maxSlewViolCount: 0
  max_freq_mhz: 343
  fin_crit_sh: 0.478
  fin_crit_ns: 2.92
  fin_tns_setup_ns: 0
  rsz0062_at_grt: "false"
  relSlewSlack: 0.428
  hold_violations: 0
  finalSetupViolCount: 0
  tightest_slew_ns: 0.851
  skew_ns: 0.0116
pwr:
  seqPwrFrac: 0.440
  switchingPower_uw: 1980
  vdd_drop_max_uv: 303
  power_density_mw_per_mm2: 421
  p_int_uw: 4590
  leakagePower_uw: 0.00581
  switching_share: 0.301
  power_frac_comb: 0.225
  pwr-share-clk: 0.335
setup_path:
  crit_family: "simple AND/OR/NAND/NOR gates"
  path_buffers: 1
  crit_path_top_delay_cell: "nor2b_1"
  crit_fanout: 7
  crit_required_ns: 6.48
  worst_ep_arrival_time_ns: 3.29
  max_stage_delay_ns: 0.60
  critPathLaunchType: "input port"
  path_cells: "clkdlybuf4s50_1 > nor2b_1 > nand2_1 > o31ai_1 > o21ai_0"
  cp-end-kind: "register"
  worstSetupPathType: "in -> reg"
floorplan:
  die_w_um: 186
  coreArea_sq_mm: 0.0329
  initial_core_util: 0.410
  die-area_sq_mm: 0.0344
  io_pins: 29
  die_height_um: 186
  rows: 66
min_path:
  hold_class: "reg -> reg"
status:
  status: "finished, final reports clean"
flow_run:
  warnings: 39
  cap_violations: 0
-- final timing paths --
path / cells after the start / from / slack (ns) / endpoint
min: 0 / rst_delay[0] / 0.32 / rst_delay[1]
max: 5 / echo[0] / 3.18 / loopname[0].pulse_num.counter[2]
max reg2reg: 7 / loopname[1].pulse_num.counter[8] / 3.35 / loopname[1].pulse_num.counter[11]
min reg2reg: 0 / rst_delay[0] / 0.32 / rst_delay[1]
-- metal layers --
metal,vias to the layer above,routed length (um)
li1,4687,-
met3,42,786
met4,0,485
met5,-,0
met2,98,9230
met1,4105,11500
-- through the flow --
step | setup WS (ns) | hold slack [ns] | power (uW) | utilization
2_1_floorplan | 3.48 | 0.310 | 4060 | -
4_1_cts | 3.23 | 0.325 | 6640 | 0.474
3_5_place_dp | 2.68 | 0.312 | 4390 | 0.436
6_report | 3.18 | 0.321 | 6570 | 0.474
3_3_place_gp | 2.69 | 0.310 | 4380 | 0.436
5_1_grt | 3.04 | 0.341 | 6990 | 0.474
-- worst reg2reg max path: stages (launching register included) --
cell,delay (ns)
dfxtp_1,0.36
nor4_1,0.48
nand4b_1,0.35
o31ai_1,0.82
buf_4,0.29
nor3_1,0.07
xnor2_1,0.15
a21oi_1,0.08
-- layout by cell type, fill, tap and decap left out, types with 5 or more instances in the layout --
cell / instances
a211oi_1: 6
a21o_1: 8
a21oi_1: 34
a31oi_1: 9
and2_1: 9
and3_1: 26
buf_4: 15
clkbuf_1: 5
clkbuf_16: 40
clkbuf_8: 5
clkdlybuf4s50_1: 27
clkinv_2: 6
conb_1: 20
dfxtp_1: 202
edfxtp_1: 119
ha_1: 32
inv_1: 40
mux2i_1: 17
nand2_1: 82
nand2b_1: 27
nand3_1: 66
nand3b_1: 8
nand4_1: 23
nand4b_1: 12
nor2_1: 158
nor2b_1: 23
nor3_1: 23
nor4_1: 24
o21ai_0: 78
o31ai_1: 11
or2_2: 7
or3_1: 17
or4_1: 8
xnor2_1: 53
xor2_1: 75
-- power groups by stage --
stage	clock network, uW	logic (uW)	registers [uW]
CTS	2270	1480	2890
global route	2360	1690	2940
finish	2200	1480	2890
-- logic make-up after synthesis --
group,after synthesis,share of synthesized area
other cells,2,0.000557
fa+ha+maj,32,0.0297
buf+inv,75,0.0215
flops,321,0.565
mux,23,0.0193
simple gates,535,0.205
xor+xnor,128,0.0832
compound gates,174,0.0760
-- layout make-up --
class                           instances  area [sq um]  share of cell area
Sequential cell                       321          7620               0.489
Multi-Input combinational cell        912          5640               0.362
Clock buffer                           50          1090              0.0698
Tap cell                              442           553              0.0355
Timing Repair Buffer                   42           383              0.0246
Clock inverter                         16           156              0.0100
Inverter                               40           150             0.00963
Power figures rest on the tool's default switching activity, not on a simulated workload.
